==> ./design.v <==
module FIFO_synchronous(input [7:0]data_in, input clk,rst,rd,wr,output reg empty,full,output reg [8:0] FIFO_count,output reg [7:0]data_out);
reg [7:0]FIFO_memory[255:0];				 
reg [7:0]rd_ptr,wr_ptr;						 
always @(posedge clk)
begin							 
	if(wr && !full)
	begin
		FIFO_memory[wr_ptr]<=data_in;
	end
	else if(wr&&rd)
	begin
		FIFO_memory[wr_ptr]<=data_in;
	end
end
always @(posedge clk)
begin							 
	if(rd && !empty)
	begin
		data_out<=FIFO_memory[rd_ptr];
	end
	else if(rd&&wr)
	begin
		data_out<=FIFO_memory[rd_ptr];
	end
end
always @(posedge clk)
begin
	if(rst)
	begin
		{wr_ptr,rd_ptr}<=0;
	end
	else
	begin
		wr_ptr<=((wr && !full)||(rd&&wr))?wr_ptr+1:wr_ptr;
		rd_ptr<=((rd && !empty)||(rd&&wr))?rd_ptr+1:rd_ptr;
	end
end
always @(posedge clk)
begin
	if(rst)
	begin
		FIFO_count<=0;
	end
	else
	begin
		case({rd,wr})
		2'b00:FIFO_count<=FIFO_count;
		2'b01:FIFO_count<=(FIFO_count==256)?256:FIFO_count+1;
		2'b10:FIFO_count<=(FIFO_count==0)?0:FIFO_count-1;
		2'b11:FIFO_count<=FIFO_count;
		endcase
	end
end
always @(posedge clk)
begin
	empty<=(FIFO_count==0);
	full<=(FIFO_count==256);
end
endmodule
module SAD_top(data_in1,data_in2,clk,rst,rd1,wr1,rd2,wr2,empty1,full1,empty2,full2,FIFO_count1,FIFO_count2,data_out1,data_out2,sad_reg,i);
input [7:0]data_in1,data_in2;
input clk,rst,rd1,wr1,rd2,wr2;
output empty1,full1,empty2,full2;
output wire [8:0] FIFO_count1,FIFO_count2;
output wire [7:0]data_out1,data_out2;
output [31:0]sad_reg;
output [8:0] i;
wire go;
FIFO_synchronous fifo1(.data_in(data_in1),.clk(clk),.rst(rst),.rd(rd1),.wr(wr1),.empty(empty1),.full(full1),.FIFO_count(FIFO_count1),.data_out(data_out1));
FIFO_synchronous fifo2(.data_in(data_in2),.clk(clk),.rst(rst),.rd(rd2),.wr(wr2),.empty(empty2),.full(full2),.FIFO_count(FIFO_count2),.data_out(data_out2));
assign go=(full1&&full2)?1:0;
sad_controlpath controlpath(.A(data_out1),.B(data_out2),.clk(clk),.rst(rst),.go(go),.sad_reg(sad_reg),.i(i));
endmodule
module absolute(input [7:0]a,b,output [7:0]greater,smaller);
assign greater=(a>=b)?a:b;
assign smaller=(a>=b)?b:a;
endmodule
module cla_8bit_subtractor(input [7:0]a,b,output [7:0]diff,output bout);
wire [7:0]y,greater,smaller;
wire cin;
assign cin=1'b1;
absolute abs(.a(a),.b(b),.greater(greater),.smaller(smaller));
assign y[7:0]=(~smaller[7:0]);
cla_8bit adder1(.a(greater),.b(y),.cin(cin),.s(diff),.cout(bout));
endmodule
module cla_8bit(input [7:0]a,b,input cin,output [7:0]s,output cout);
wire [7:0]g,p;
wire [7:1]c;
assign g[0]=a[0]&b[0];
assign g[1]=a[1]&b[1];
assign g[2]=a[2]&b[2];
assign g[3]=a[3]&b[3];
assign g[4]=a[4]&b[4];
assign g[5]=a[5]&b[5];
assign g[6]=a[6]&b[6];
assign g[7]=a[7]&b[7];
assign p[0]=a[0]^b[0];
assign p[1]=a[1]^b[1];
assign p[2]=a[2]^b[2];
assign p[3]=a[3]^b[3];
assign p[4]=a[4]^b[4];
assign p[5]=a[5]^b[5];
assign p[6]=a[6]^b[6];
assign p[7]=a[7]^b[7];
assign s[0]=p[0]^cin;
assign s[1]=p[1]^c[1];
assign s[2]=p[2]^c[2];
assign s[3]=p[3]^c[3];
assign s[4]=p[4]^c[4];
assign s[5]=p[5]^c[5];
assign s[6]=p[6]^c[6];
assign s[7]=p[7]^c[7];
assign c[1]=g[0]|(p[0]&cin);
assign c[2]=g[1]|(g[0]&p[1])|(cin&p[0]&p[1]);
assign c[3]=g[2]|(g[1]&p[2])|(g[0]&p[1]&p[2])|(cin&p[0]&p[1]&p[2]);
assign c[4]=g[3]|(g[2]&p[3])|(g[1]&p[2]&p[3])|(g[0]&p[1]&p[2]&p[3])|(cin&p[0]&p[1]&p[2]&p[3]);
assign c[5]=g[4]|(g[3]&p[4])|(g[2]&p[3]&p[4])|(g[1]&p[2]&p[3]&p[4])|(g[0]&p[1]&p[2]&p[3]&p[4])|(cin&p[0]&p[1]&p[2]&p[3]&p[4]);
assign c[6]=g[5]|(g[4]&p[5])|(g[3]&p[4]&p[5])|(g[2]&p[3]&p[4]&p[5])|(g[1]&p[2]&p[3]&p[4]&p[5])|(g[0]&p[1]&p[2]&p[3]&p[4]&p[5])|(cin&p[0]&p[1]&p[2]&p[3]&p[4]&p[5]);
assign c[7]=g[6]|(g[5]&p[6])|(g[4]&p[5]&p[6])|(g[3]&p[4]&p[5]&p[6])|(g[2]&p[3]&p[4]&p[5]&p[6])|(g[1]&p[2]&p[3]&p[4]&p[5]&p[6])|(g[0]&p[1]&p[2]&p[3]&p[4]&p[5]&p[6])|(cin&p[0]&p[1]&p[2]&p[3]&p[4]&p[5]&p[6]);
assign cout=g[7]|(g[6]&p[7])|(g[5]&p[6]&p[7])|(g[4]&p[5]&p[6]&p[7])|(g[3]&p[4]&p[5]&p[6]&p[7])|(g[2]&p[3]&p[4]&p[5]&p[6]&p[7])|(g[1]&p[2]&p[3]&p[4]&p[5]&p[6]&p[7])|(g[0]&p[1]&p[2]&p[3]&p[4]&p[5]&p[6]&p[7])|(cin&p[0]&p[1]&p[2]&p[3]&p[4]&p[5]&p[6]&p[7]);
endmodule
module sad_controlpath(A,B,clk,rst,go,sad_reg,i);
input [7:0] A,B;
input rst,clk,go;
output [31:0]sad_reg;
output [8:0] i;
wire[7:0] diff;
wire bout;
wire [31:0]abs_diff;
parameter [2:0] s0=3'b000;
parameter [2:0] s1=3'b001;
parameter [2:0] s2=3'b010;
parameter [2:0] s3=3'b011;
parameter [2:0] s4=3'b100;
reg[8:0] i;
reg sum_clr,sum_load,i_clr,i_inc,sad_load;
reg [2:0]pst,nxt;
reg [31:0]sum,sad_reg;
always @ (posedge clk,posedge rst)  
begin
	if (rst) 
		begin
		pst<=s0;
		end
	else 
		begin
		pst<=nxt;
		end
end		
always @ (*)  
begin
		case(pst)
		s0: nxt = (go==1)?s1:s0;
		s1: begin
			sum_clr = 1'b1;
			i_clr = 1'b1; 
			nxt = s2;
			end
		s2: begin
			nxt = (i<256)?s3:s4;
			end
		s3: begin
			sum_load = 1'b1;
			i_inc = 1'b1; 
			nxt = s2;
			end
		s4: begin
			sad_load = 1'b1;
			nxt = s0;
			end
		endcase
end
cla_8bit_subtractor x1 (A,B,diff,bout);
always @ (posedge clk)
begin
	if(i_clr || (i==256)) 
	begin
		i<=1'b0;
		i_clr<=1'b0;
	end
	else if(i_inc)
	begin
		i<=i+1;
		i_inc<=1'b0;
	end
	else 
		i<=i;
end
always @(posedge clk)
begin
		if(sum_clr)
		begin
			sum<=32'b0;
			sum_clr<=1'b0;
		end
		else if(sum_load) 
		begin
			sum<=sum+abs_diff;
			sum_load<=1'b0;
		end
		else 
			sum<=sum;	 
end
always @(posedge clk)
begin
	if(sad_load)
	begin
		sad_reg<=sum;
		sad_load<=1'b0;
	end
	else 
		sad_reg<=sad_reg;
end                  
assign abs_diff = diff;
endmodule
==> ./run.sh <==
#!/bin/bash
# OpenROAD 26Q1-2900-gdf79404cd8, Yosys 0.63+post, stock flow scripts
make -C /OpenROAD-flow-scripts/flow DESIGN_CONFIG=/design/flow/config.mk WORK_HOME=/design/flow/orfs finish
==> ./config.mk <==
export PLATFORM = sky130hd
export DESIGN_NAME = SAD_top
export DESIGN_NICKNAME = SAD_top
export VERILOG_FILES = /design/flow/design.v
export SDC_FILE = /design/flow/constraint.sdc
export NUM_CORES = 4
export LEC_CHECK = 1
export CORE_UTILIZATION = 50
==> ./constraint.sdc <==
current_design SAD_top

set clk_period 42.0
set clk_io_pct 0.2

create_clock -name clk0 -period $clk_period [get_ports {clk}]

set non_clock_inputs [all_inputs -no_clocks]
set_input_delay [expr $clk_period * $clk_io_pct] -clock clk0 $non_clock_inputs
set_output_delay [expr $clk_period * $clk_io_pct] -clock clk0 [all_outputs]
==> results_slide.txt <==
Flow Results at a Glance

Final timing
  • Max-Slew Margin vs Limit: 22.5%
  • # setup viols final: 0
  • Max Transition Viols Final: 0
  • Final Hold Viols: 0
  • Clock skew: 50.6 ps
  • Min Tclk post-route: 10760 ps
  • Fmax: 0.0930 GHz
  • Final hold slack: 472 ps
  • Period utilization: around 26%
  • RSZ-0062 raised after global routing: no
  • Setup TNS: 0 ps
  • Worst-margin pin slew: between 1000 and 1500 ps

Cells and area
  • Post-Layout Cell Count: 12800
  • Fin util: around 56%
  • Logic area: ~34000 sq um
  • Proportion of layout cells with a drive suffix above 1: 21.9%
  • Finished Cell Area: ~180000 sq um
  • Reg area: about 120000 sq um
  • P&R area growth vs syn: 12.1%
  • Filler Cell Count: 23100

Clock tree
  • Worst-skew pair later-pin latency: between 900 and 1000 ps
  • Clk root buf: clkbuf_16
  • CTS tree: built
  • Post-CTS sizing: 0
  • Clk buf depth: 4
  • CTS buffer count: 415
  • Post-CTS Hold Fix Bufs: 0
  • Clock slew at reported path FFs: 60 ps
  • Post-CTS Setup Bufs: 0
  • H-tree levels: 5
  • Sink Count: between 4000 and 5000

Critical path
  • Crit path buffers/inverters: 3
  • Critical path launch point type: primary input
  • Arrival @ worst endpoint: 11310 ps
  • Worst Path Required: 42560 ps
  • CP peak stage delay: about 550 ps
  • Crit-path cells: clkdlybuf4s50_1, ha_1, o21bai_1, buf_4, and3b_1, nand2_1, buf_4, nor2_1
  • Crit path max fanout: 13
  • Setup Crit Path Kind: in2reg
  • Top cell by count, worst path: buf_4
  • CP Capture Type: register
  • Slowest CP cell: nor2_1
  • Crit path max-delay family: simple AND/OR/NAND/NOR gates

Yosys
  • Count leader, synth: edfxtp_1
  • Share of Yosys cell area claimed by the top area cell type: between 70 and 80%
  • Synth async-reset ratio: 0%
  • Synth top area cells: edfxtp_1 76%, mux4_2 12%, mux2i_1 1.6%
  • EDFF count, synth: 4112
  • Cell type with the largest total area: edfxtp_1
  • Syn. warnings: 11
  • Post-synth top cells: 4112 x edfxtp_1, 874 x mux4_2, 622 x nor2_1
  • Yosys Instances: roughly 7900
  • Yosys stat area: 162000 sq um
  • Netlist cell types: ~74
  • Synth Cell Area: 162000 sq um
  • Avg Cell Area, Syn: 20.4 sq um
  • Register bit total from synthesis: 4182
  • Post-synth seq share: between 70% and 80%
  • Post-Synthesis Cells: 7919
  • Synth Flop Type: edfxtp_1

Status
  • Status: complete, no violations

Placed design
  • Routability cong.: a little over 0.9
  • Area after DPL: between 150000 and 200000 sq um
  • IO Port Bufs: a little under 60
  • DPL Wire Length: between 200000 and 250000 um
  • Cell count after placement: about 12000

Global route
  • Tot GR Track Use: between 20 and 30%
  • First-pass GRT wire length: 588000 um
  • Largest net degree at the start of global routing: roughly 110
  • Number of global-route vias before repair: between 80000 and 90000
  • Initial antenna violation count: 2
  • Total gr overflow: 0

Route
  • Routed vias/inst: just over 6
  • Router iterations before antenna repair: 6
  • Routed Antenna Nets: 0
  • Average wire per standard cell: approximately 31 um
  • Final wirelength: roughly 400000 um
  • 1st-iter DRT viols: approximately 5500
  • DRC viols: 0
  • Total number of vias: approximately 79000

Floorplanning
  • Die extent in x: approximately 570 um
  • I/O pins: 101
  • Row count: 208
  • Core Box Area: between 300000 and 400000 sq um
  • Die footprint: 326000 sq um
  • Initial Util: a little over 50%
  • Die height: 571 um

Power and ir drop
  • P_leak: 54.9 nW
  • Max IR drop VDD: about 0.000049 V
  • Power per cell area: slightly above 50 nW/um^2

Run
  • Tool warnings: between 40 and 50
  • Max-cap violations: 0

Worst hold path
  • Min-delay worst type: reg2reg
-- registers in the layout, indices dropped and copies added, names as in the netlist, 9 cells and up, named ones only --
register           count
fifo1.FIFO_memory   2048
fifo2.FIFO_memory   2048
fifo1.FIFO_count       9
fifo2.FIFO_count       9
-- cells by family after synthesis --
kind of cell | count (synthesis) | share of synthesized area (%)
xor+xnor | 26 | 0.141
buf+inv | 551 | 1.77
mux | 1159 | 13.9
compound gates | 980 | 4.09
simple gates | 1002 | 2.75
other cells | 1 | 0.00232
flops | 4182 | 77.2
fa+ha+maj | 18 | 0.139
-- worst register-to-register path, stage by stage, from the launching register on --
cell and delay (ps):
dfxtp_4 890, buf_12 510, buf_12 550, buf_4 730
buf_4 670, mux4_2 660, a22o_1 290, o21ai_0 410
o211ai_1 310, o311a_1 240
-- layer usage --
metal  share of wire [%]  global-route usage, %  vias up
li1                    -                      -    33400
met1                  32                   37.1    39500
met2                  47                   40.1     5667
met3                  17                   21.1      718
met4                 3.8                   8.22       14
met5                0.10                  0.999        -
-- final timing paths --
check	end	from	cells after the start	slack, ps
setup / recovery	fifo1.FIFO_memory[201][4]$_DFFE_PP_	rd1	8	31240
hold / removal	fifo2.empty$_DFF_P_	fifo2.FIFO_count[8]$_SDFFE_PP0N_	1	470
setup reg to reg	fifo2.data_out[2]$_DFFE_PN_	register	9	36470
hold reg to reg	fifo2.empty$_DFF_P_	fifo2.FIFO_count[8]$_SDFFE_PP0N_	1	470
-- layout make-up --
type	count	share of cell area [%]
Clock inverter	272	1.66
Tap cell	4305	2.97
Antenna cell	3	0.00414
Clock buffer	493	5.98
Multi-Input combinational cell	3226	18.9
Inverter	23	0.0476
Sequential cell	4182	68.9
Timing Repair Buffer	323	1.53
-- power breakdown --
part | internal, mW | switching, mW | total (mW) | leakage, nW
sequential | 4.60 | 0.0281 | 4.62 | 37.5
combinational | 0.394 | 0.477 | 0.871 | 10.6
clock | 2.17 | 1.57 | 3.74 | 6.73
-- cells in the final DEF (no fill, tap or decap), types with 55 or more instances in the layout --
cell type,count
edfxtp_1,4112
clkbuf_16,421
buf_4,253
a22oi_1,338
nand2_1,103
mux2i_1,256
clkinv_1,66
o22ai_1,89
clkinv_2,82
o221ai_1,55
a21oi_1,222
nor2_1,618
dfxtp_1,61
nor4_1,71
clkbuf_1,68
mux4_2,874
o21ai_0,94
-- per-stage QoR --
step / worst slack (ps) / total power [mW]
3_5_place_dp: 30290 / 5.59
6_report: 31240 / 9.23
4_1_cts: 31300 / 9.31
2_1_floorplan: 31600 / 5.32
5_1_grt: 31100 / 9.52
3_3_place_gp: 30250 / 5.59
No activity file was given, so power comes from the tool's default toggle rates.
